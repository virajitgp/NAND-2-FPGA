[run.sh]
#!/bin/bash
# OpenROAD 26Q1-2900-gdf79404cd8, Yosys 0.63+post, stock flow scripts
make -C /OpenROAD-flow-scripts/flow DESIGN_CONFIG=/design/flow/config.mk WORK_HOME=/design/flow/orfs finish
[config.mk]
export PLATFORM = sky130hd
export DESIGN_NAME = incrementor_16bit
export DESIGN_NICKNAME = incrementor_16bit
export VERILOG_FILES = /design/flow/design.v
export SDC_FILE = /design/flow/constraint.sdc
export NUM_CORES = 4
export LEC_CHECK = 1
export CORE_AREA = 10 10 70 70
export DIE_AREA = 0 0 80 80
[constraint.sdc]
current_design incrementor_16bit

set clk_period 2.8
set clk_io_pct 0.2

create_clock -name clk0 -period $clk_period

set non_clock_inputs [all_inputs -no_clocks]
set_input_delay [expr $clk_period * $clk_io_pct] -clock clk0 $non_clock_inputs
set_output_delay [expr $clk_period * $clk_io_pct] -clock clk0 [all_outputs]
[design.v]
module full_adder_1bit (
    input a,
    input b,
    input cin,
    output sum,
    output cout
);
    assign {cout, sum} = a + b + cin;
endmodule
module incrementor_16bit (
    input [15:0] a,
    output [15:0] sum,
    output cout
);
    wire [15:0] carry;
    genvar i;
    generate
        for (i = 0; i < 16; i = i + 1) begin : adder
            if (i == 0)
                full_adder_1bit fa (
                    .a(a[i]),
                    .b(1'b1),    
                    .cin(1'b0),
                    .sum(sum[i]),
                    .cout(carry[i])
                );
            else
                full_adder_1bit fa (
                    .a(a[i]),
                    .b(1'b0),
                    .cin(carry[i-1]),
                    .sum(sum[i]),
                    .cout(carry[i])
                );
        end
    endgenerate
    assign cout = carry[15];
endmodule
==> Changelog: implementation <==
### Metrics

- WL per Instance: between 10 and 15 µm
- Sequential Area: 0 µm²
- Final hold viol count: 0
- DRC viols: 0
- Worst Path Max Fanout: 2
- Avg Inst Size Synth: 9.74 µm²
- Cells in synth_stat.txt: 32
- Filler instances: 378
- Buffers on Ports: 33
- RD Place Congestion: 0.803
- Failing checks: setup timing
- Yosys cell types: 3
- Status: finished with violations
- Post-synth seq share: 0%
- Synthesized area: a little over 300 µm²
- Final Cycle Share: 131%
- Pleak: between 0.2 and 0.3 nW
- Worst Path Class, Setup: primary input to primary output
- First-pass GRT wire length: 1690 µm
- Peak Freq: 0.272 GHz
- CLK BUF: 0
- CP top delay family: adder cells
- GRT Resource Usage Total: about 3.3%
- Worst hold path class: primary input to primary output
- Syn. warnings: 0
- Max transition margin: 91.3%
- Pre-antenna DRT Iters: 1
- Pins Over Slew Limit: 0
- FP Rows: 21
- Area growth, synth to finish: 151%
- Via count of the routed design: 279
- CTS Hold Bufs: 0
- Max IR drop VDD: 0.0372 mV
- CP Launch Type: primary input
- Seq_cells: 0
- Die Y: 80 µm
- Total grt overflow: 0
- RSZ-0062 raised after global routing: true
- CP max stage delay: 0.25 ns
- DIE WIDTH: 80 µm
- Tool warning count: 38
- Routed vias/inst: 2.91
- I/O pins: 33
- Crit path buf inv count: 2
- Total power: between 70 and 80 µW
- HPWL after detailed placement: 984 µm
- Core footprint: 3420 µm²
- Setup-violating endpoint count in the final report: 7
- Yosys stat area: 312 µm²
- Post-CTS setup buffer count: 0
- Min Tclk post-route: 3.68 ns
- CP required: 2.24 ns
- Drt total wl: just over 1000 µm
- Routed Antenna Nets: 0
- Power density over the cells: 94.5 nW/µm²
- Ant diodes: 0
- Fin util: 22.9%
- Initial antenna violation count: 0
- Critical Path Sink Type: primary output
- Worst-margin pin slew: 0.129 ns
- Arr. time, crit path: ~3.1 ns
- 1st-iter DRT viols: 0
- Mapped Cells: 32
- Max-cap violations: 0
- Largest net degree at the start of global routing: 3
- Cell type of the slowest stage on the worst timing path: ha_4
- Number of global-route vias before repair: between 300 and 400
- Final Worst Setup Slack: -0.880 ns
- Worst path most repeated cell: ha_4
- DIE AREA: 6400 µm²
- Worst-path cell chain: buf_6, ha_4, ha_4, ha_4, ha_4, ha_4, ha_4, ha_4, ha_4, ha_4, ha_4, ha_4, ha_4, ha_4, ha_4, ha_4, buf_6
- Layout cell share with drive strength beyond 1: 52.0%
- Initial core utilization: 9.12%
-- power breakdown --
group          switching [mW]  leakage (nW)  internal [mW]
registers                   0             0              0
logic                  0.0195         0.285         0.0545
clock network               0             0              0
total                  0.0195         0.285         0.0545
-- per-layer routing --
| layer | track usage (%) | routed length, µm | up-vias |
|---|---|---|---|
| met3 | 3.41 | 282 | 0 |
| met5 | 0 | 0 | - |
| met2 | 4.49 | 306 | 31 |
| met1 | 3.76 | 440 | 118 |
| li1 | - | - | 130 |
| met4 | 0 | 0 | 0 |
-- final cells by class --
type	count	area (µm²)	area share, %
inverters	1	3.75	0.479
repair buffers	34	347	44.2
multi-input cells	15	375	47.9
well taps	46	57.6	7.35
-- cell usage after synthesis --
library cell	instances	area, µm²
inv_1	1	3.75
buf_4	16	120
ha_1	15	188
-- worst paths after layout --
| check | from | endpoint | slack, ns | cells after the start |
|---|---|---|---|---|
| setup / recovery | a[0] | sum[15] | -0.88 | 17 |
| hold / removal | a[0] | sum[0] | 1.72 | 4 |
-- through the flow --
step | instance area [µm²] | setup slack [ns] | std cells | setup TNS [ns] | hold slack (ns)
2_1_floorplan | 518 | -0.790 | 32 | -3.03 | 1.21
3_3_place_gp | 774 | -1.72 | 96 | -11.89 | 2.15
3_5_place_dp | 774 | -1.74 | 96 | -12.02 | 2.15
4_1_cts | 764 | -0.893 | 96 | -3.87 | 1.73
5_1_grt | 783 | -0.933 | 96 | -4.11 | 1.75
6_report | 783 | -0.880 | 96 | -3.79 | 1.72
-- cell families (layout without fill, tap and decap cells) --
| group | Yosys count | in the layout | synth area share (%) |
|---|---|---|---|
| buffers and inverters | 17 | 35 | 39.8 |
| adder cells (fa/ha/maj) | 15 | 15 | 60.2 |
-- repair_timing --
| item | CTS | global route |
|---|---|---|
| setup endpoints to repair | 13 | 8 |
| gates resized | 44 | 3 |
| pin swaps | 14 | 0 |
-- cell usage in the layout, fill, tap and decap left out --
| master | n |
|---|---|
| inv_1 | 1 |
| buf_6 | 10 |
| clkdlybuf4s15_1 | 1 |
| dlygate4sd2_1 | 3 |
| buf_4 | 1 |
| ha_4 | 15 |
| clkdlybuf4s50_1 | 19 |
Power figures rest on the tool's default switching activity, not on a simulated workload.
