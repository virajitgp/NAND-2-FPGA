==> design/flow/design.v <==
module alu (
    input                 clk,            
    input                 reset,          
    input                 enable,         
    input        [15:0]   a,              
    input        [15:0]   b,              
    input        [ 3:0]   op_code,        
    output reg   [15:0]   result,         
    output reg            zero_flag,      
    output reg            carry_flag,     
    output reg            overflow_flag   
);
  parameter ADD   = 4'b0000;
  parameter SUB   = 4'b0001;
  parameter AND   = 4'b0010;
  parameter OR    = 4'b0011;
  parameter XOR   = 4'b0100;
  parameter NOT   = 4'b0101;
  parameter SHL   = 4'b0110;
  parameter SHR   = 4'b0111;  
  parameter CMPEQ = 4'b1000;
  parameter CMPLT = 4'b1001;
  parameter CMPLE = 4'b1010;
  parameter MUL   = 4'b1011;
  reg [15:0] next_result;
  reg        next_zero_flag;
  reg        next_carry_flag;
  reg        next_overflow_flag;
  reg [16:0] temp_add;
  reg [16:0] temp_sub;
  reg [31:0] mul_temp;
  always @* begin
    next_result = 16'h0000;
    next_carry_flag = 1'b0;
    next_overflow_flag = 1'b0;
    case (op_code)
      ADD: begin
        temp_add = {1'b0, a} + {1'b0, b};
        next_result = temp_add[15:0];
        next_carry_flag = temp_add[16];
        next_overflow_flag = (a[15] == b[15]) && (next_result[15] != a[15]);
      end
      SUB: begin
        temp_sub = {1'b0, a} - {1'b0, b};
        next_result = temp_sub[15:0];
        next_carry_flag = (a < b);  
        next_overflow_flag = (a[15] != b[15]) && (next_result[15] != a[15]);
      end
      MUL: begin
        mul_temp = a * b;
        next_result = mul_temp[15:0];
        next_carry_flag = |mul_temp[31:16];
        next_overflow_flag = |mul_temp[31:16];
      end
      AND:  next_result = a & b;
      OR:   next_result = a | b;
      XOR:  next_result = a ^ b;
      NOT:  next_result = ~a;
      SHL:  next_result = a << b[3:0];
      SHR:  next_result = a >> b[3:0];
      CMPEQ: next_result = {15'h0, (a == b)};
      CMPLT: next_result = {15'h0, ($signed(a) < $signed(b))};
      CMPLE: next_result = {15'h0, ($signed(a) <= $signed(b))};
      default: next_result = 16'h0000;
    endcase
    next_zero_flag = (next_result == 16'h0000);
  end
  always @(posedge clk) begin
    if (reset) begin
      result        <= 16'h0000;
      zero_flag     <= 1'b1;
      carry_flag    <= 1'b0;
      overflow_flag <= 1'b0;
    end else if (enable) begin
      result        <= next_result;
      zero_flag     <= next_zero_flag;
      carry_flag    <= next_carry_flag;
      overflow_flag <= next_overflow_flag;
    end
  end
endmodule
module basys3_top(
    input         clk,       
    input  [15:0] sw,        
    input         btnC,      
    input         btnU,
    input         btnL,
    input         btnD,
    input         btnR,
    output [7:0]  led,       
    output        flag_zero_led,
    output        flag_carry_led,
    output        flag_overflow_led
);
    wire [3:0] op_code = {btnU, btnL, btnD, btnR};
    wire [15:0] alu_result;
    wire zero_flag, carry_flag, overflow_flag;
    alu my_alu (
        .clk(clk),
        .reset(btnC),
        .enable(1'b1),
        .a({8'h00, sw[15:8]}),    
        .b({8'h00, sw[7:0]}),    
        .op_code(op_code),
        .result(alu_result),
        .zero_flag(zero_flag),
        .carry_flag(carry_flag),
        .overflow_flag(overflow_flag)
    );
    assign led = alu_result[7:0];        
    assign flag_zero_led = zero_flag;    
    assign flag_carry_led = carry_flag;  
    assign flag_overflow_led = overflow_flag;  
endmodule
==> design/flow/run.sh <==
#!/bin/bash
# OpenROAD 26Q1-2900-gdf79404cd8, Yosys 0.63+post, stock flow scripts
make -C /OpenROAD-flow-scripts/flow DESIGN_CONFIG=/design/flow/config.mk WORK_HOME=/design/flow/orfs finish
==> design/flow/config.mk <==
export PLATFORM = sky130hd
export DESIGN_NAME = basys3_top
export DESIGN_NICKNAME = basys3_top
export VERILOG_FILES = /design/flow/design.v
export SDC_FILE = /design/flow/constraint.sdc
export NUM_CORES = 4
export LEC_CHECK = 1
export CORE_UTILIZATION = 30
==> design/flow/constraint.sdc <==
current_design basys3_top

set clk_period 4.1
set clk_io_pct 0.2

create_clock -name clk0 -period $clk_period [get_ports {clk}]

set non_clock_inputs [all_inputs -no_clocks]
set_input_delay [expr $clk_period * $clk_io_pct] -clock clk0 $non_clock_inputs
set_output_delay [expr $clk_period * $clk_io_pct] -clock clk0 [all_outputs]
==> changes_impl.md <==
### Implementation results

- Initial antenna violation count: 0
- Synth Area per Inst: roughly 7.5 um2
- Die height: roughly 120 um
- Worst-Margin Slew: a little under 0.8 ns
- Clock buffer depth: 2
- 1st-iter DRT viols: roughly 280
- Worst hold path class: in -> reg
- Crit. End Element: register
- Register area share after synthesis: between 4 and 5%
- Clk sinks: 10
- Highest metal layer with signal wires: met4
- CTS clk-pin slew, worst paths: ~0.04 ns
- PnR worst setup slack: -0.990 ns
- Syn. warnings: 1
- Final period util: 124%
- Final Max Slew Viols: 0
- Synth Instances: between 500 and 600
- Fin area: ~6600 um2
- CP Launch Type: input port
- IO Count: 33
- Failing checks: setup timing
- CTS buffer count: 3
- Layout area overhead: 51.2%
- WL met1: around 7400 um
- EDFF count, synth: 0
- Synth async-reset ratio: 0%
- Fmax: between 150 and 200 MHz
- Yosys cell types: approximately 64
- Crit path arrival time: about 5.3 ns
- CTS tree: built
- Critical path class: in -> reg
- Placed instance area: ~5900 um2
- Ys flop type: dfxtp_1
- DR pass1 iterations: 5
- Port bufs: 31
- RSZ-0062 raised after global routing: yes
- Routed wire length per instance: 17.4 um
- DRC viols: 0
- Outcome: complete, but fails checks
- Slew HR: between 40% and 50%
- Post-DRT Antenna Nets: 0
- Metal3 WL: ~1300 um
- Yosys cell count: around 580
- Grt ovf: 0
- Worst EP required: ~4.3 ns
- WL final: roughly 16000 um
- GPL Wtd Cong: a little over 1
- Initial core utilization: just over 30%
- First-pass GRT wire length: 25400 um
- Final Total Pwr: between 0.002 and 0.0025 W
- Final min period: roughly 5.1 ns
- HPWL after DPL: 13400 um
- Die Wd: 122 um
- Final hold violation count: 0
- DR vias: about 4800
- Core area: 14000 um2
- Layout cells sized above 1: about a third
- P_leak: ~3.1 nW
- Inst Count DP: ~900
- Largest net degree at the start of global routing: 27
- Synthesis area per yosys: roughly 4400 um2
- Endpoints failing setup: 4
- Full die area: ~15000 um2
- Setup tns final: -1.41 ns
- Pwr/cell area: about 320 nW/um2
- N_diodes: 0
- Core Rows: roughly 43
- Tool warnings: about 45
- Max rail drop VDD: about 0.40 mV
- Vias in the first global route: 4656
- Met2 WL: 7060 um
- Gr usage total: a little under a quarter
- Max_cap viols: 0
- H-tree Lvls: 1
- Synth Register Bits: 10
- Netlist Area Pre-Place: approximately 4400 um2
- Final Non-Filler Cells: 927
- Critical path peak fanout: 5
- Vias per cell: ~5.2
- Root Buffer: clkbuf_16
## kinds of logic (layout without fill, tap and decap cells)
logic type | after synthesis | in the layout | share of synthesized area, %
and+or+nand+nor | 196 | 196 | 21.4
AOI/OAI and AO/OA | 136 | 136 | 21.2
buffers and inverters | 109 | 277 | 9.89
adders and majority gates | 99 | 99 | 35.0
muxes | 20 | 20 | 6.15
DFF | 10 | 10 | 4.60
xor gates and xnor gates | 8 | 8 | 1.61
other | 1 | 1 | 0.0862
## cells in the mapped netlist (8+ instances only)
master | n | area [um2]
o21ai_0 | 26 | 130
nor3_1 | 14 | 70.1
a21oi_1 | 35 | 175
nand2b_1 | 11 | 68.8
dfxtp_1 | 10 | 200
mux2i_1 | 14 | 140
nor2b_1 | 10 | 62.6
clkbuf_1 | 22 | 82.6
nand2_1 | 53 | 199
nor2_1 | 62 | 233
inv_1 | 76 | 285
ha_1 | 61 | 763
fa_1 | 38 | 761
nand3_1 | 8 | 40.0
nor4_1 | 8 | 50.1
## sequential cells by signal, indices dropped and copies added, names as in the netlist
name	cells
my_alu.result	8
my_alu.carry_flag	1
my_alu.zero_flag	1
## metrics by stage
stage / hold WS, ns / utilization (%) / setup slack (ns)
4_1_cts: 1.37 / 45.3 / -0.988
3_5_place_dp: 1.48 / 42.2 / -1.69
3_3_place_gp: 1.48 / 42.2 / -1.65
2_1_floorplan: 1.08 / - / -0.888
6_report: 1.34 / 47.0 / -0.990
5_1_grt: 1.40 / 47.0 / -1.16
## layer usage
layer  vias to the layer above  global-route usage (%)
li1                       2360                       -
met1                      2265                    34.4
met2                       182                    34.7
met3                        24                    3.94
met4                         0                    4.19
met5                         -                       0
## where the power goes
group          internal [W]  switching (W)
logic              0.000892       0.000908
registers          0.000106     0.00000184
clock network      0.000147      0.0000447
total               0.00114       0.000954
## placed cells by master (no fill, tap or decap), types with 4 or more instances in the layout
cell type,count
nor2b_1,10
dfxtp_1,10
o211ai_1,6
nor3_1,12
nor2_1,58
fa_2,4
a21oi_1,31
a221oi_1,4
buf_6,25
mux4_2,4
inv_4,4
buf_4,143
and3_1,4
or3_1,6
inv_2,12
buf_2,5
o21ai_0,24
buf_8,4
mux2i_1,14
nand3b_1,5
nand2b_1,11
nand2_2,5
a211oi_1,5
inv_1,60
fa_1,34
nor2_2,4
ha_4,10
nand4_1,4
o22ai_1,6
xor2_1,5
a21o_1,6
nor4_1,6
nand2_1,45
nand3_1,7
clkdlybuf4s50_1,15
o22a_1,5
ha_1,49
a22oi_1,4
## cell type report
| class | count | area [um2] |
|---|---|---|
| clock buffer | 4 | 88.8 |
| fill | 1311 | 7410 |
| tap | 180 | 225 |
| multi-input combinational | 460 | 4130 |
| inverter | 77 | 300 |
| timing repair buffer | 196 | 1640 |
| sequential | 10 | 200 |
## worst max-delay path, stage by stage
cell	delay, ns
buf_6	0.10
buf_8	0.13
buf_6	0.11
nand2_2	0.05
fa_1	0.41
fa_1	0.53
fa_1	0.44
fa_1	0.50
inv_2	0.05
ha_4	0.26
and3_4	0.17
a22o_4	0.14
buf_6	0.10
buf_6	0.09
o2111ai_4	0.11
a2111oi_4	0.36
nor3_2	0.08
o22a_1	0.22
o41ai_4	0.38
a41o_1	0.20
## worst paths after layout
check  cells after the start               end   start  slack [ns]
max                       20  my_alu.zero_flag   sw[2]       -0.99
min                        7  my_alu.result[3]  sw[11]        1.34
## repair_timing
| item | 4_1_cts | 5_1_grt |
|---|---|---|
| pin swaps | 47 | 40 |
| buffers inserted | 16 | 10 |
| hold buffers | 0 | 0 |
| resized | 131 | 43 |
| endpoints found under the setup margin | 6 | 5 |
No activity file was given, so power comes from the tool's default toggle rates.
