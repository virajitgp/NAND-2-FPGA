--- design/flow/run.sh ---
#!/bin/bash
# OpenROAD 26Q1-2900-gdf79404cd8, Yosys 0.63+post, stock flow scripts
make -C /OpenROAD-flow-scripts/flow DESIGN_CONFIG=/design/flow/config.mk WORK_HOME=/design/flow/orfs finish
--- design/flow/config.mk ---
export PLATFORM = sky130hd
export DESIGN_NAME = mux8way16
export DESIGN_NICKNAME = mux8way16
export VERILOG_FILES = /design/flow/design.v
export SDC_FILE = /design/flow/constraint.sdc
export NUM_CORES = 4
export LEC_CHECK = 1
export CORE_AREA = 10 10 112 112
export DIE_AREA = 0 0 122 122
--- design/flow/constraint.sdc ---
current_design mux8way16

set clk_period 5.9
set clk_io_pct 0.2

create_clock -name clk0 -period $clk_period

set non_clock_inputs [all_inputs -no_clocks]
set_input_delay [expr $clk_period * $clk_io_pct] -clock clk0 $non_clock_inputs
set_output_delay [expr $clk_period * $clk_io_pct] -clock clk0 [all_outputs]
--- design/flow/design.v ---
module mux8way16(
    input [15:0] a,
    input [15:0] b,
    input [15:0] c,
    input [15:0] d,
    input [15:0] e,
    input [15:0] f,
    input [15:0] g,
    input [15:0] h,
    input [2:0] sel,
    output [15:0] out
);
    assign out = (sel == 3'b000) ? a :
                 (sel == 3'b001) ? b :
                 (sel == 3'b010) ? c :
                 (sel == 3'b011) ? d :
                 (sel == 3'b100) ? e :
                 (sel == 3'b101) ? f :
                 (sel == 3'b110) ? g : h;
endmodule
==> notes.md <==
flow finished, numbers: GPL Wtd Cong 0.806, net switching power 0.0513 mW, Yosys warnings 0, Cell area leaders mux4_1 (22%), mux2_2 (18%), mux4_2 (12%), worst vdd ir 22.6 uV, Max FO, Critical Path 39, Post-Route WL 6.66 mm, syn_area_per_cell 9.31 um2, Top-area cell share 0.217, crit path kind primary input to primary output, first-pass GRT wire length 9.80 mm, vias in the first global route 1,862, Worst setup SP type primary input, fill cell count 1,076, Peak Freq 218 MHz, Residual DRC 0, vias 1,599, actual slew at the worst max-slew pin 0.427 ns, final cell count without fillers 391, Synth area leader mux4_1, yosys synthesis chip area 1090 um2, Layout Utilization 0.261, Post-synth top cells mux2_2 (17), nor2_1 (12), nand2_1 (10), mux4_1 (9), a31oi_1 (8), layout cells sized above 1 0.114, fin. max-slew vios 0, gr ovfl total 0, Post-CTS Resized 0, post-synthesis instance area 1090 um2, Max-Cap Viols 0, post-detail-place hpwl 5.93 mm, Placed Cells 391, setup_tns 0 ns, CLK BUF 0, endpoints failing setup 0, count leader, synth mux2_2, Routed Antenna Nets 0, Post-synth seq share 0, total die size 14,900 um2, P&R area growth vs syn 145%, die height 122 um, outcome complete, no violations, Critical Path Max Stage Delay 0.46 ns, Hold Vio Cnt, Final 0, initial antenna violation count 0, Mapped Cells 117, Post-CTS Setup Bufs 0, CP max-delay cell clkdlybuf4s50_1, Antenna Cells 0, arrival time worst endpoint 3.41 ns, Port Buffers 147, core area 10,200 um2, OpenROAD warnings 32, count of cell types in the netlist 29, WP data required 4.72 ns, Clk network pwr share 0, min Tclk post-route 4.59 ns, Hold Buf Count CTS 0, PD cells 70.5 nW/um2, Tcrit/Tclk final 0.778, pin count of the biggest net entering global routing 40, Hold Crit Class primary input to primary output, 1st-iter DRT viols 47, GRT Total Usage 0.0836, row cnt 37, FP Core Util 0.107, CP Capture Type primary output, unrepaired setup endpoints after global routing no, yosys stat cell total 117, hold_ws 3.30 ns, Leak 0.962 nW, average vias per placed instance 4.09, Pint 0.137 mW, Register Area 0 um2, Slew headroom 0.715, Switching Share 0.273, Routed WL per cell 17.0 um, flop count 0, critical path's most frequent cell clkdlybuf4s50_1, # IOs 147, CP Cell Sequence clkdlybuf4s50_1 > buf_4 > nand2_1 > and2_1 > o221ai_1 > a31oi_1 > clkdlybuf4s50_1, Comb power frac 1.000, DIE WIDTH 122 um, Sequential Power Share 0, TritonRoute pass-1 iters 4
worst max-delay path, delay by kind of cell:
family          cells  cell delay, ns
compound gates      2            0.42
buf+inv             3            1.27
simple gates        2            0.51
through the flow:
| stage | cell area, um2 | worst slack, ns | power, mW |
|---|---|---|---|
| floorplan | 1090 | 2.52 | 0.0645 |
| global placement | 2670 | 1.30 | 0.190 |
| detailed placement | 2670 | 1.28 | 0.190 |
| CTS | 2670 | 1.27 | 0.192 |
| global route | 2670 | 1.12 | 0.204 |
| finish | 2670 | 1.31 | 0.188 |
cells by family after synthesis:
kind of cell,share of synthesized area
multiplexers,0.544
AND-OR/OR-AND,0.259
AND/OR/NAND/NOR,0.109
buffers and inverters,0.0872
metal layers:
| metal | track usage | routed length [um] | vias up |
|---|---|---|---|
| li1 | - | - | 767 |
| met1 | 0.104 | 2760 | 733 |
| met2 | 0.136 | 3000 | 99 |
| met3 | 0.0413 | 903 | 0 |
| met4 | 0 | 0 | 0 |
| met5 | 0 | 0 | - |
path summary, 6_finish.rpt:
kind | startpoint | endpoint | slack (ns) | cells past startpoint
hold / removal | e[10] | out[10] | 3.30 | 4
setup / recovery | sel[1] | out[7] | 1.31 | 7
power groups by stage:
| stage | clock network [mW] | registers (mW) | logic (mW) |
|---|---|---|---|
| final | 0 | 0 | 0.188 |
| after global routing | 0 | 0 | 0.204 |
| after CTS | 0 | 0 | 0.192 |
layout by cell type (no fill, tap or decap), types with 4 or more instances in the layout:
| master | n |
|---|---|
| a31oi_1 | 8 |
| mux4_1 | 9 |
| mux4_2 | 6 |
| clkdlybuf4s50_1 | 146 |
| o22ai_1 | 6 |
| a21o_1 | 4 |
| o221ai_1 | 4 |
| mux2_2 | 17 |
| buf_4 | 4 |
| nor2_1 | 12 |
| nand2_1 | 10 |
layout make-up:
class | instances | area (um2) | share of cell area
Inverter | 2 | 7.51 | 0.00281
Multi-Input combinational cell | 102 | 995 | 0.373
Tap cell | 136 | 170 | 0.0638
Timing Repair Buffer | 151 | 1500 | 0.561
Power and IR drop assume default switching activity.
